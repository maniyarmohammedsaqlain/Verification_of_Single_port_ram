$ cat ./run.sh
#!/bin/bash
# OpenROAD 26Q1-2900-gdf79404cd8, Yosys 0.63+post, stock flow scripts
make -C /OpenROAD-flow-scripts/flow DESIGN_CONFIG=/design/flow/config.mk WORK_HOME=/design/flow/orfs finish
$ cat ./config.mk
export PLATFORM = sky130hd
export DESIGN_NAME = ram
export DESIGN_NICKNAME = ram
export VERILOG_FILES = /design/flow/design.v
export SDC_FILE = /design/flow/constraint.sdc
export NUM_CORES = 4
export LEC_CHECK = 1
export CORE_UTILIZATION = 40
export SYNTH_MEMORY_MAX_BITS = 65536
$ cat ./constraint.sdc
current_design ram

set clk_period 47.8
set clk_io_pct 0.2

create_clock -name clk0 -period $clk_period [get_ports {clk}]

set non_clock_inputs [all_inputs -no_clocks]
set_input_delay [expr $clk_period * $clk_io_pct] -clock clk0 $non_clock_inputs
set_output_delay [expr $clk_period * $clk_io_pct] -clock clk0 [all_outputs]
$ cat ./design.v
module ram(addr, data, clk, rd, wr, cs, d_out);
  input [9:0] addr;
  input clk, rd, wr, cs;
  input [7:0] data; 
  output reg [7:0] d_out;
  reg [7:0] mem [1023:0];
  assign data = (cs && rd && !wr) ? d_out : 8'bz; 
  always @(posedge clk) begin
    if (cs && wr && !rd) begin
      mem[addr] <= data; 
    end
  end
  always @(posedge clk) begin
    if (cs && rd && !wr) begin
      d_out <= mem[addr];
    end
  end
endmodule
==> impl_metrics.yaml <==
# flow metrics
synthesis:
  synth_flops: 8200
  postSynthSeqShare_pct: 78.0
  ys_warn_count: 2
  synth_cell_types: 49
  ys_cells: 16400
  ys_chip_area_um2: 316000
  async_reset_ff_share_pct: 0
  edf_count: 8200
  synthFlopType: "edfxtp_1"
outcome:
  stop_error: "ERROR: Found 8 problems in 'check -assert'."
  lastStage: "1_2_yosys"
  run_status: "did not finish"
-- synth_stat cells, drive strengths merged, types with 24 or more instances --
cell type  instances  area share, %
mux4             819            5.8
nor3             145           0.23
mux2i           2521            8.0
clkbuf           336           0.40
edfxtp          8200             78
buf              738            1.2
a22o              53           0.15
a31oi             66           0.13
nand2            132           0.16
nor2            1334            1.6
nand3             96           0.15
nand4             24          0.048
o21ai            134           0.21
a22oi            261           0.62
o2111ai           98           0.27
nor4             210           0.42
o22ai           1050            2.1
-- cell families after synthesis --
| logic type | count (synthesis) | share of synthesized area [%] |
|---|---|---|
| multiplexers | 3347 | 13.9 |
| AND/OR/NAND/NOR | 2015 | 2.77 |
| buffers and inverters | 1075 | 1.62 |
| flip-flops | 8200 | 78.0 |
| AND-OR/OR-AND | 1760 | 3.71 |
